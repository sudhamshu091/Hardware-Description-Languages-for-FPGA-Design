[constraint.sdc]
current_design ALU

set clk_period 21.0
set clk_io_pct 0.2

create_clock -name clk0 -period $clk_period

set non_clock_inputs [all_inputs -no_clocks]
set_input_delay [expr $clk_period * $clk_io_pct] -clock clk0 $non_clock_inputs
set_output_delay [expr $clk_period * $clk_io_pct] -clock clk0 [all_outputs]
[config.mk]
export PLATFORM = sky130hd
export DESIGN_NAME = ALU
export DESIGN_NICKNAME = ALU
export VERILOG_FILES = /design/flow/design.v
export SDC_FILE = /design/flow/constraint.sdc
export NUM_CORES = 4
export LEC_CHECK = 1
export CORE_UTILIZATION = 30
[run.sh]
#!/bin/bash
# OpenROAD 26Q1-2900-gdf79404cd8, Yosys 0.63+post, stock flow scripts
make -C /OpenROAD-flow-scripts/flow DESIGN_CONFIG=/design/flow/config.mk WORK_HOME=/design/flow/orfs finish
[design.v]
module ALU (
input [2:0] Op_code,
input [31:0] A, B,
output reg [31:0] Y);
always @(Op_code or A or B)
begin
case(Op_code)
0 : Y <= A;
1 : Y <= A+B;
2 : Y <= A-B;
3 : Y <= A&B;
4 : Y <= A|B;
5 : Y <= A+1;
6 : Y <= A-1;
7 : Y <=B;
endcase
end
endmodule
==> summary.json <==
{
  "gp_congestion": 1.02,
  "maxClockFrequency_ghz": 0.0707,
  "drt-wirelength-per-cell_um": 17.6,
  "route.met3.wl_um": 902,
  "final.period_utilization_pct": 67.4,
  "global_route_wire_length_before_repair_mm": 21.2,
  "layout-drive-gt1-share_pct": 5.93,
  "cts_hold_repair.buffers": 0,
  "leakagePower_nw": 1.75,
  "timing.setup.tns_ns": 0,
  "hold_violations": 0,
  "yosysSeqAreaShare_pct": 0,
  "path_cells": "clkdlybuf4s50_1 -> buf_4 -> inv_1 -> nand2_1 -> buf_4 -> nor2_2 -> buf_4 -> a221oi_1 -> ha_1 -> a211oi_1 -> nor2_1 -> o41a_1 -> a221oi_1 -> a21boi_0 -> o21a_1 -> o21ai_0 -> mux2_2 -> a221oi_1 -> clkdlybuf4s50_1",
  "sequential_cell_total": 0,
  "worst_ir_drop_vdd_mv": 0.0168,
  "synthesis.area_per_instance_um2": 6.62,
  "synth_warnings": 1,
  "io-pin-count": 99,
  "max-slew-margin-rel_pct": 37.7,
  "critical_path_peak_fanout": 41,
  "critPathSlowestCell": "sky130_fd_sc_hd__clkdlybuf4s50_1",
  "final_common_cell": "sky130_fd_sc_hd__clkdlybuf4s50_1",
  "yosys_cells": 534,
  "post-route-min-period_ns": 14.15,
  "drcViolationCount": 0,
  "pwr_density_cell_nw_per_um2": 33.4,
  "route.met2.wl_mm": 5.79,
  "chip_height_um": 111,
  "grt_start_max_net_pins": 42,
  "number_of_antenna_violations_at_the_first_check_in_global_routing": 0,
  "total_count_of_max_transition_violations_in_the_final_report": 0,
  "chipArea_um2": 12200,
  "cts.repair_timing.setup_buffer_count": 0,
  "grt_pass1_vias": 4017,
  "hold_path_class": "primary input to output port",
  "timing.setup.critical_path_class": "primary input to output port",
  "grt_setup_unrepaired": "no",
  "post-route-util_pct": 40.4,
  "first_pass_detailed_route_iteration_total": 6,
  "yosysChipArea_um2": 3530,
  "place_inst": 750,
  "topRoutingLayerUsed": "met4",
  "detail_route.wirelength.met1_mm": 6.33,
  "stdcell_count": 750,
  "antenna_left": 0,
  "postLayoutSetupSlackWorst_ns": 6.85,
  "element_type_at_the_critical_path_end": "output port",
  "syn_inst": 534,
  "log.warning_count": 32,
  "std_cell_rows": 39,
  "cap_violations": 0,
  "insertedDiodeCount": 0,
  "p_total_mw": 0.154,
  "fillers": 1160,
  "setup-violations-final": 0,
  "drt_iter0_drc": 384,
  "area_growth_syn_to_layout_pct": 31.0,
  "die_span_in_x_um": 111,
  "critical_path_arrival_ns": 9.95,
  "coreArea_um2": 11500,
  "timing.critical_path.from_type": "primary input",
  "register_area_um2": 0,
  "dpl.hpwl_mm": 10.3,
  "mostFrequentLayoutCells": "99 x sky130_fd_sc_hd__clkdlybuf4s50_1, 73 x sky130_fd_sc_hd__nand2_1, 53 x sky130_fd_sc_hd__a21oi_1",
  "finalWirelength_mm": 13.2,
  "yosysUniqueCellTypes": 69,
  "clock_buffer_count": 0,
  "pre_cts_ws_ns": 6.92,
  "crit_required_ns": 16.80,
  "drt-vias-per-instance": 5.88,
  "outcome": "completed",
  "via_count": 4407,
  "ctsResizeCount": 0,
  "timing.critical_path.slowest_cell_delay_ns": 0.52,
  "grt_util_all_layers_pct": 21.5,
  "synth.cell_area_um2": 3530,
  "initial_core_util_pct": 30.8,
  "grt.overflow.total": 0,
  "tightest_slew_ns": 0.911,
  "buffers_added_on_ports": 99
}
## logic make-up after synthesis
logic type               share of synthesized area [%]
AND-OR/OR-AND                                     41.0
buffers and inverters                             5.98
XOR/XNOR                                          13.1
multiplexers                                      2.69
adder cells (fa/ha/maj)                           11.9
AND/OR/NAND/NOR                                   25.3
## synthesized netlist by cell type (9+ instances only)
master                     number  share of area [%]
sky130_fd_sc_hd__nand2_1       73                7.8
sky130_fd_sc_hd__a21oi_1       53                7.5
sky130_fd_sc_hd__o21ai_0       42                5.9
sky130_fd_sc_hd__xnor2_1       33                8.2
sky130_fd_sc_hd__ha_1          32                 11
sky130_fd_sc_hd__a221oi_1      31                7.7
sky130_fd_sc_hd__nor2_1        30                3.2
sky130_fd_sc_hd__clkbuf_1      29                3.1
sky130_fd_sc_hd__xor2_1        20                5.0
sky130_fd_sc_hd__inv_1         19                2.0
sky130_fd_sc_hd__a21o_1        13                2.8
sky130_fd_sc_hd__nor3_1        11                1.6
sky130_fd_sc_hd__o21a_1        10                2.1
sky130_fd_sc_hd__or3_1          9                1.6
## power by group
| part | switching (mW) | internal [mW] |
|---|---|---|
| combinational | 0.0763 | 0.0782 |
| sequential | 0 | 0 |
| clock | 0 | 0 |
## worst paths after layout
kind              startpoint    end  cells after the start
setup / recovery  Op_code[0]  Y[23]                     19
hold / removal          A[4]   Y[4]                      4
## metal layers
layer	global-route usage, %	vias to the layer above
met2	33.3	180
met3	2.01	15
met5	0	-
li1	-	2181
met1	32.9	2031
met4	3.20	0
## through the flow
stage               cell area (um2)  hold WS [ns]
global placement               4630          9.34
floorplan                      3530          8.46
CTS                            4630          9.35
detailed placement             4630          9.35
finish                         4630          9.35
global route                   4630          9.38
## layout make-up
type | count | area, um2 | area share (%)
Inverter | 20 | 75.1 | 1.62
Multi-Input combinational cell | 480 | 3320 | 71.8
Tap cell | 143 | 179 | 3.86
Timing Repair Buffer | 107 | 1050 | 22.7
## critical path: cells and delay by family
kind / cells / cell delay (ns)
AND-OR/OR-AND: 8 / 2.37
buffers and inverters: 6 / 2.21
AND/OR/NAND/NOR: 3 / 0.45
adder cells (fa/ha/maj): 1 / 0.35
multiplexers: 1 / 0.36
Power is estimated from default activity; no workload was simulated.
