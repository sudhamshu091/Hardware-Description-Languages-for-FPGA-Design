## /design/flow/config.mk

```make
export PLATFORM = sky130hd
export DESIGN_NAME = LS161a
export DESIGN_NICKNAME = LS161a
export VERILOG_FILES = /design/flow/design.v
export SDC_FILE = /design/flow/constraint.sdc
export NUM_CORES = 4
export LEC_CHECK = 1
export CORE_AREA = 10 10 70 70
export DIE_AREA = 0 0 80 80
```

## /design/flow/constraint.sdc

```tcl
current_design LS161a

set clk_period 1.5
set clk_io_pct 0.2

create_clock -name clk0 -period $clk_period [get_ports {CLK}]

set non_clock_inputs [all_inputs -no_clocks]
set_input_delay [expr $clk_period * $clk_io_pct] -clock clk0 $non_clock_inputs
set_output_delay [expr $clk_period * $clk_io_pct] -clock clk0 [all_outputs]
```

## /design/flow/design.v

```verilog
module LS161a(
    input [3:0] D,         
    input CLK,             
    input CLR_n,           
    input LOAD_n,          
    input ENP,             
    input ENT,             
    output [3:0]Q,         
    output RCO             
); 
reg [3:0]temp;
always @(posedge CLK)
begin
    if (CLR_n==0)
        temp<=0000;
    else if (CLR_n==1)
    begin
        if (LOAD_n == 0)
            temp<=D;
        else if (ENP==1 & ENT==1)
            temp<=temp+1;
    end 
end
assign Q=temp;
assign RCO = temp[3]& temp[2]& temp[1]& temp[0]& ENT;
endmodule
```

## /design/flow/run.sh

```bash
#!/bin/bash
# OpenROAD 26Q1-2900-gdf79404cd8, Yosys 0.63+post, stock flow scripts
make -C /OpenROAD-flow-scripts/flow DESIGN_CONFIG=/design/flow/config.mk WORK_HOME=/design/flow/orfs finish
```

==> flow_metrics.tcl <==
# implementation run metrics
set metrics [dict create \
    clockPowerShare_pct 40.4 \
    synth_top_cell_by_area "dfxtp_1" \
    gp_congestion 0.8021 \
    syn_inst 25 \
    wl_per_cell_um 9.462 \
    cp_max_fo 2 \
    p_leak_nw 0.1943 \
    antenna_left 0 \
    drive_gt1_share_pct 26.67 \
    htree_levels 1 \
    warnings 25 \
    die_h_um 80 \
    hold_class "reg -> reg" \
    cts_tree "yes" \
    largest_reg_flops 4 \
    totalWireLength_um 861 \
    endpoint_kind "output port" \
    floorplan.core_util_pct 6.007 \
    antenna_found_initial 0 \
    dp_slack_ns -0.1872 \
    final.period_utilization_pct 94.76 \
    die_area_um2 6400 \
    drtPass1Iterations 4 \
    cts.sinks 4 \
    post-route-util_pct 13.33 \
    relSlewSlack_pct 80.82 \
    startpoint "temp[2]" \
    core-area_um2 3416 \
    drtIter0Drc 2 \
    lay_top_cells "clkdlybuf4s50_1, buf_4" \
    vias 263 \
    ys_warn_count 1 \
    grt_pass1_vias 285 \
    rows 21 \
    largest-register "temp" \
    holdWs_ns 0.5297 \
    grt_start_max_net_pins 9 \
    vias_per_cell 2.890 \
    switching_share_pct 23.21 \
    p_seq_share_pct 37.1 \
    outcome "finished, final reports clean" \
    dp_cells 85 \
    grt_pass1_wl_um 1393 \
    cts_buffer_depth 2 \
    path_class "reg -> out" \
    tightest_slew_ns 0.2868 \
    clock_skew_ns 0.001452 \
    min_from "temp[3]" \
    place_area_um2 400.4 \
    worstHoldPathCells 2 \
    final_cells 91 \
    synthToLayoutAreaGrowth_pct 122.0 \
    hold_viol_final 0 \
    drc 0 \
    top_regs "temp x4" \
    area_leaders "dfxtp_1, xor2_1, o21ai_0, ha_1, nand2_1" \
    yosys_area_um2 205.2 \
    numPortBuffers 13 \
    fin_area_um2 455.4 \
    synth_area_um2 205.2 \
    ioPinCount 14 \
    setup_viol 0 \
    ys_ff 4 \
    fin_crit_ns 1.421 \
    p_per_area_nw_per_um2 724.9 \
    timing.max_cap.violations 0 \
    post_synth_num_cell_types 14 \
    irDropWorstVdd_mv 0.09303 \
    arrival_ns 1.12 \
    rr_worst_depth 4 \
    overflow 0 \
    critical_path_required_ns 1.20 \
    diodes 0 \
    r2r_start "temp[0]" \
    clk_pin_slew_ns 0.04 \
    dpl.hpwl_um 667.5 \
    track_usage_pct 2.733 \
    comb_power_share_pct 22.5 \
    start_kind "flop" \
    final_common_cell "clkdlybuf4s50_1" \
    cts_made_buffers 3 \
    avgSynthCellArea_um2 8.208 \
    clk_latency_ns 0.23 \
    ys_cells 25 \
    cts_hold_repair.buffers 0 \
    p_sw_mw 0.07662 \
    rsz0062_at_grt "false" \
    synth_top_area_share_pct 39.02 \
    die_x_um 80 \
    max_freq_ghz 0.7036 \
    drv_slew 0 \
    ys_seq_share_pct 39.02 \
    fin_ws_ns 0.07866 \
    p_int_mw 0.2536 \
    cts-root-buf "clkbuf_4" \
]
## cells in the mapped netlist
master,n
a211oi_1,1
ha_1,1
nor2_1,3
dfxtp_1,4
or3_1,1
inv_1,1
a31oi_1,1
a21oi_1,1
xor2_1,2
o21ai_0,3
nand3_1,2
a311oi_1,1
nand3_2,1
nand2_1,3
## power groups by stage
stage / Combinational, mW / Clock [mW] / Sequential, mW
after global routing: 0.0818 / 0.161 / 0.123
final: 0.0742 / 0.133 / 0.123
after CTS: 0.0763 / 0.142 / 0.122
## per-stage QoR
step | power (mW) | TNS, ns
after floorplan | 0.1404 | 0
after global placement | 0.1886 | -0.1897
after detailed placement | 0.1899 | -0.2325
after CTS | 0.3400 | 0
after global routing | 0.3656 | 0
final | 0.3302 | 0
## critical path, cell delays in order, from the launching register on
cell	delay, ns
dfxtp_2	0.32
buf_4	0.11
clkdlybuf4s50_1	0.46
## kinds of logic after synthesis
family / after synthesis / synth area share [%]
and+or+nand+nor: 10 / 23.78
AOI/OAI and AO/OA: 7 / 20.73
DFF: 4 / 39.03
xor gates and xnor gates: 2 / 8.538
adders and majority gates: 1 / 6.097
buffers and inverters: 1 / 1.828
## final timing paths
kind | slack (ns) | end
min reg2reg | 0.53 | temp[3]
max reg2reg | 0.37 | temp[1]
min | 0.53 | temp[3]
max | 0.08 | Q[2]
## repair_timing
item | in CTS | in global routing
resized | 7 | 2
pin swaps | 1 | 0
endpoints found under the setup margin | 1 | 2
buffers inserted | 3 | 0
## layout make-up
| cell class | count | area [um2] |
|---|---|---|
| clock buffers | 3 | 22.52 |
| fillers | 396 | 2960 |
| inverters | 1 | 3.754 |
| multi-input cells | 20 | 121.4 |
| flip-flops and latches | 4 | 87.58 |
| well taps | 46 | 57.56 |
| repair buffers | 17 | 162.7 |
## routing by layer
metal / vias to the layer above / share of wire (%) / GRT usage (%)
met5: - / 0 / 0
met3: 2 / 0.70 / 0.6818
li1: 134 / - / -
met2: 4 / 65 / 5.538
met1: 123 / 33 / 2.329
met4: 0 / 1.4 / 1.408
No activity file was given, so power comes from the tool's default toggle rates.
