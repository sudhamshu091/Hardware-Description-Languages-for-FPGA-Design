===== design.v =====
module RAM128x32
#(
parameter Data_width = 32,  
Addr_width = 7  
)
(  
input wire clk,
input wire we,
input wire [(Addr_width-1):0] address,
input wire [(Data_width-1):0] d,
output wire [(Data_width-1):0] q
);
reg [31:0]MEMORY[2**7-1:0];
always@(posedge clk)
begin
if(we)
MEMORY[address]<=d;
else
MEMORY[address]<=32'hxxxxxxxx;
end
assign q=MEMORY[address];
endmodule

===== constraint.sdc =====
current_design RAM128x32

set clk_period 63.5
set clk_io_pct 0.2

create_clock -name clk0 -period $clk_period [get_ports {clk}]

set non_clock_inputs [all_inputs -no_clocks]
set_input_delay [expr $clk_period * $clk_io_pct] -clock clk0 $non_clock_inputs
set_output_delay [expr $clk_period * $clk_io_pct] -clock clk0 [all_outputs]

===== config.mk =====
export PLATFORM = sky130hd
export DESIGN_NAME = RAM128x32
export DESIGN_NICKNAME = RAM128x32
export VERILOG_FILES = /design/flow/design.v
export SDC_FILE = /design/flow/constraint.sdc
export NUM_CORES = 4
export LEC_CHECK = 1
export CORE_UTILIZATION = 30

===== run.sh =====
#!/bin/bash
# OpenROAD 26Q1-2900-gdf79404cd8, Yosys 0.63+post, stock flow scripts
make -C /OpenROAD-flow-scripts/flow DESIGN_CONFIG=/design/flow/config.mk WORK_HOME=/design/flow/orfs finish

==> ci_impl_report.md <==
### Yosys + OpenROAD results

| Metric | Value |
|---|---|
| GR Layer Usage met2 | `0.2915` |
| FP Core Util | `0.3019` |
| Final Core Density | `0.3468` |
| GRT Total Usage | `0.2090` |
| Post-Synth Adder-Cell Area | `0` |
| Tcrit/Tclk final | `0.4969` |
| Post-Route WL | `521.1 mm` |
| Seq/Total Area, Yosys | `0.7861` |
| GRT busiest layer | `met2` |
| Placed Instance Area | `0.1673 mm2` |
| Top Registers | `MEMORY x4096` |
| Critical path launch point | `address[0]` |
| Hold_sp | `d[1]` |
| CP cell instances | `buf_8 -> buf_4 -> buf_4 -> buf_4 -> nor2b_4 -> buf_4 -> buf_4 -> a21oi_1 -> o2111ai_1 -> o211a_1 -> a31oi_1 -> nand4_1 -> clkdlybuf4s50_1` |
| CP dominant cell by count | `buf_4` |
| Max Buffers Root-to-Sink | `4` |
| CTS Root Cell | `clkbuf_16` |
| Routed len/inst | `31.32 um` |
| Final min period | `31.56 ns` |
| Clock Sinks | `4096` |
| Mapped Avg Cell Area | `17.14 um2` |
| Setup bufs post-CTS | `0` |
| Post-route ant nets | `0` |
| Log Warnings | `27` |
| Dpl hpwl | `301.7 mm` |
| MUX area fraction | `0.03550` |
| Antenna violations before repair | `38` |
| Vias | `91750` |
| Yosys simple share | `0.02500` |
| FMAX | `0.03169 GHz` |
| Clock transition at path regs | `0.06 ns` |
| Worst path max stage delay | `0.82 ns` |
| Core region area | `0.5183 mm2` |
| Slew headroom | `0.1923` |
| Worst Path Max Fanout | `47` |
| Synth Cell Area | `0.1565 mm2` |
| Drt drc | `0` |
| Reg with most FFs | `MEMORY` |
| First-pass GRT wire length | `720.9 mm` |
| Slew Viols, Final | `0` |
| Tightest Pin Transition | `1.178 ns` |
| Yosys top cell area share | `0.7861` |
| Met1 Track Usage GR | `0.2116` |
| Startpoint types | `input port` |
| Final Wtd Congestion | `0.9366` |
| Synth logic family | `AND-OR/OR-AND gates` |
| Synth area leader | `edfxtp_1` |
| Drt first-iter violations | `7411` |
| Max_cap viols | `0` |
| List of most frequent post-synthesis cells | `edfxtp_1, a221oi_1, a21oi_1` |
| Yosys aoi share | `0.1305` |
| Worst Path Arrival | `18.86 ns` |
| RSZ-0062 raised after global routing | `no` |
| DRT Pass-1 Iters | `8` |
| Vias in the first global route | `94430` |
| Worst EP required | `50.80 ns` |
| Largest net degree at the start of global routing | `95` |
| Port buffer count | `71` |
| M3 GR Usage | `0.1937` |
| Num CTS Buffers | `403` |
| End of the critical path | `q[27]` |
| Die width | `724.2 um` |
| Slowest CP cell | `nand4_1` |
| Outcome | `finished clean` |
| EDFF count, synth | `4096` |
| Most common cell in the synthesized netlist | `edfxtp_1` |
| Top cells, area | `edfxtp_1, a221oi_1, mux2i_1, a22oi_1, a21oi_1` |
| Synth cell types | `74` |
| Cells after Synth | `9128` |
| Dominant flop cell | `edfxtp_1` |
| Seq cells post-synth | `4096` |
| Ports | `73` |
| Syn-to-layout area delta | `14.87%` |
| GRT Residual Overflow | `0` |
| Post-cts resize count | `0` |
| VDD IR max | `0.00002610 V` |
| Final instance area | `0.1797 mm2` |
| Num rows | `264` |
| Hold Path Class | `input port to flip-flop` |
| LEAKAGE | `55.27 nW` |
| Async SR Flop Fraction | `0` |
| CTS tree | `built` |
| Yosys xor share | `0` |
| Endpoint type of the worst setup path | `output pin` |
| H-Tree Level Count | `5` |
| Hold path depth | `1` |
| Die area | `0.5244 mm2` |
| Die Y | `724.2 um` |
| Pwr Density | `31.43 mW/mm2` |
| Final setup viols | `0` |
| Max FFs per register | `4096` |
| Worst Path Class, Setup | `input port to output pin` |
| Final hold violation count | `0` |
| Vias per cell | `5.514` |
| Yosys Warn Count | `1` |
| Yosys cell count | `9128` |
| Setup TNS | `0 ns` |
| Layout cells sized above 1 | `0.1417` |
| Yosys-reported design area after synthesis | `0.1565 mm2` |
| CTS Hold Bufs | `0` |
kinds of logic (layout without fill, tap and decap cells):
family | Yosys count | in the layout
buffers and inverters | 712 | 1279
AND/OR/NAND/NOR | 948 | 948
AND-OR/OR-AND | 2877 | 2877
multiplexers | 495 | 495
other | 0 | 27
flip-flops | 4096 | 4096
metal layers:
| layer | wire [um] | up-vias |
|---|---|---|
| li1 | - | 38380 |
| met3 | 106800 | 1071 |
| met1 | 158700 | 45470 |
| met4 | 27210 | 68 |
| met5 | 2923 | - |
| met2 | 225500 | 6768 |
power by group:
group | leakage, nW | internal [W] | switching [W]
Sequential | 36.8 | 0.00299 | 0.00000379
Clock | 6.05 | 0.00128 | 0.00100
Combinational | 12.4 | 0.0000926 | 0.000275
Total | 55.3 | 0.00437 | 0.00128
critical path: cells and delay by family:
kind,cells,cell delay [ns]
buffers and inverters,7,3.18
AOI/OAI and AO/OA,4,1.66
and+or+nand+nor,2,1.04
worst min-delay path by stage:
stage	endpoint	slack (ns)
6_report	MEMORY[69][1]$_DFFE_PP_	12.05
4_1_cts	MEMORY[64][1]$_DFFE_PP_	12.01
5_1_grt	MEMORY[64][1]$_DFFE_PP_	12.06
stage by stage:
step | instances | setup slack [ns] | power (W) | hold slack (ns)
finish | 16640 | 31.94 | 0.005649 | 12.05
global route | 16630 | 31.90 | 0.005788 | 12.06
CTS | 16610 | 32.21 | 0.005660 | 12.01
detailed placement | 15900 | 32.23 | 0.003413 | 13.04
global placement | 15900 | 32.23 | 0.003411 | 13.03
floorplan | 9128 | 36.41 | 0.003212 | 12.80
area by class of cell:
class	count	area (um2)
fill	47970	338500
sequential	4096	123000
multi-input combinational	4320	31100
clock buffer	490	10580
tap	6916	8653
timing repair buffer	562	4481
clock inverter	222	1805
antenna	27	67.56
inverter	5	41.29
cells in the final DEF, fill, tap and decap left out, types with 58 or more instances in the layout:
cell type and count:
edfxtp_1 4096, o21ai_0 327, a21oi_1 642, buf_4 510, clkinv_2 58, mux2i_1 352, clkinv_1 119, o22ai_1 216
a22oi_1 457, clkbuf_1 79, nor2_1 280, a221o_1 84, nor2_4 137, mux2_2 91, clkbuf_16 411, a221oi_1 661
nand2_1 357
Power figures rest on the tool's default switching activity, not on a simulated workload.
